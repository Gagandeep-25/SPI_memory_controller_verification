<file path="flow/run.sh">
#!/bin/bash
# OpenROAD 26Q1-2900-gdf79404cd8, Yosys 0.63+post, stock flow scripts
make -C /OpenROAD-flow-scripts/flow DESIGN_CONFIG=/design/flow/config.mk WORK_HOME=/design/flow/orfs finish
</file>
<file path="flow/config.mk">
export PLATFORM = sky130hd
export DESIGN_NAME = spi_mem
export DESIGN_NICKNAME = spi_mem
export VERILOG_FILES = /design/flow/design.v
export SDC_FILE = /design/flow/constraint.sdc
export NUM_CORES = 4
export LEC_CHECK = 1
export CORE_UTILIZATION = 40
export SYNTH_HDL_FRONTEND = slang
</file>
<file path="flow/constraint.sdc">
current_design spi_mem

set clk_period 8.1
set clk_io_pct 0.2

create_clock -name clk0 -period $clk_period [get_ports {clk}]

set non_clock_inputs [all_inputs -no_clocks]
set_input_delay [expr $clk_period * $clk_io_pct] -clock clk0 $non_clock_inputs
set_output_delay [expr $clk_period * $clk_io_pct] -clock clk0 [all_outputs]
</file>
<file path="flow/design.v">
`timescale 1ns / 1ps
module spi_mem(
input clk, rst, cs, miso,
output reg ready, mosi, op_done
);
reg [7:0] mem [31:0] = '{default:0};
integer count = 0;
reg [15:0] datain;
reg [7:0]  dataout;
typedef enum bit [2:0] {idle = 0, detect = 1, store = 2, send_addr = 3, send_data = 4, temp_del = 5} state_type;
state_type state = idle;
always@(posedge clk)
begin
      if(rst) 
          begin
             state <= idle;
             count <= 0;
             mosi  <= 0;
             ready <= 0;
             op_done <= 0;
          end
     else
         begin
                case(state)
                  idle: begin
                    count <= 0;
                    mosi  <= 0;
                    ready <= 0;
                    op_done <= 0;
                    datain <= 0;
                     if(!cs)
                       state <= detect;
                     else
                       state <= idle;
                  end
                  detect: begin 
                      if(miso)
                        state <= store;  
                      else
                        state <= send_addr;    
                   end
                   store: begin
                      if(count <= 15) begin
                        datain[count]     <= miso;
                        count             <= count + 1;
                        state             <= store;
                      end
                      else
                        begin
                         mem[datain[7:0]]  <= datain[15:8];
                         state <= idle;
                         count <= 0;
                         op_done <= 1'b1;
                        end
                    end
                    send_addr: begin
                      if(count <= 7) begin
                       count <= count + 1;
                       datain[count] <= miso;
                       state <= send_addr;
                       end
                       else begin
                       count <= 0;
                       state <= temp_del;
                       ready <= 1'b0;
                       dataout <= mem[datain];
                       end
                    end
                    temp_del : begin
                     state <= send_data;
                     ready <= 1'b1;
                     count <=  1;
                     mosi  <= dataout[0];
                    end
                    send_data: begin
                       if(count <= 7) 
                       begin
                        count <= count + 1;
                        mosi  <= dataout[count]; 
                        state <= send_data;
                       end 
                       else
                         begin
                         count <= 0;
                         state <= idle;
                         op_done <= 1'b1;
                         end     
                    end   
                    default : state <= idle;
                 endcase
          end
      end
endmodule
interface spi_i;
    logic clk, rst, cs, miso;
    logic ready, mosi, op_done;
endinterface
</file>
==> results.txt <==
fresh numbers from the pnr run: Hold/Removal Path Class=reg -> reg, Slew Limit Fails=0, largest net degree at the start of global routing=about 52, met2 wire len=about 13000 µm, Final HPWL DP=17710 µm, Distinct cells, synth=55, synth warn=0, initial antenna violation count=0, max cap viols=0, Final Util=between 40% and 50%, Slowest Stage Delay on Critical Path=0.72 ns, Critical-path top delay cell=or3_1, critical path class=in -> reg, Seq/Total Area, Yosys=69.64%, total CTS buffers=34, DRT met1 WL=approximately 12000 µm, CP Data Arrival Time=around 4.2 ns, Core Area=roughly 0.032 mm², flip-flop and latch area=around 0.009 mm², Yosys chip area=0.01312 mm², Critical Path Fanout Max=14, ys async rst share=0%, post-CTS sizing=0, H-tree levels=2, io pins=7, nature of the critical path endpoint=flip-flop, GP Congestion=approximately 0.89, final wirelength=around 30000 µm, syn avg cell area=roughly 16 µm², CP Buf/Inv Count=2, Post-synth regs=between 300 and 400, worst slew pin tran=~1 ns, global-route wire length before repair=between 40000 and 50000 µm, maximum clock path buffer count=3, total inserted antenna cells=0, Rel. slew slack=approximately a third, endpoints failing hold=0, Mapped Area=0.01312 mm², vias in the first global route=7777, Clock transition at path regs=0.06 ns, ordered list of cells on the worst path=clkdlybuf4s50_1 > inv_1 > o2111ai_1 > or3_1 > nor2_1, WL/cell=23.24 µm, hold-fix buffers at CTS=0, Vias=approximately 7.4k, input/output buffers=6, Top-area cell share=between 60% and 70%, setup violators final=0, fin crit period=4.020 ns, Top Metal Used=met4, leakage power=~4.5 nW, drt first pass iters=5, # DRC=0, WL met3=approximately 4400 µm, Mapped Cells=806, Worst setup SP type=input pin, Synth top cells by count=edfxtp_1, mux4_2, nor2_1, dfxtp_1, a22oi_1, maximum vdd drop=0.0001509 V, P&R area growth vs syn=12.35%, Root Driver=clkbuf_16, status=finished clean, Setup Buffers After CTS=0, Die Footprint=0.03353 mm², layout cell share with drive strength beyond 1=between 15 and 20%, Largest delay share family, worst path=simple AND/OR/NAND/NOR gates, tool warning count=28, total power=3.521 mW, clk_skew=0.02972 ns, Setup TNS=0 ns, Filler cells=about 2.7k, DR vias/cell=between 5 and 6, fmax=approximately 250 MHz, Placed Instances=1216, post-route ant nets=0, EDFF count, synth=about 280, FP Core Util=41.16%, RSZ-0062 raised after global routing=no, top_reg_cell synth=edfxtp_1, # Cells Yosys=806, Power Density=238.8 mW/mm², die height=183.1 µm, Clock Sinks=318, Worst EP required=approximately 8.2 ns, cell taking the most area after synthesis=edfxtp_1, crit share post-route=between 40% and 50%, CTS tree=built, total gr overflow=0, clk latency late pin=~0.5 ns, All-Layer GR Usage=19.83%, count leader, synth=edfxtp_1, Core Rows=roughly 65, initial DRC count=~530, non-filler cells, final=approximately 1.3k, Area contributors post-synth=edfxtp_1, mux4_2, dfxtp_1, Gate Area=around 0.0037 mm², DIE WIDTH=about 180 µm
-- worst paths after layout --
| kind | from | endpoint | slack, ns | cells after the start |
|---|---|---|---|---|
| setup / recovery | rst | mem[2][4] | 4.08 | 5 |
| hold reg to reg | state[3] | state[2] | 0.48 | 2 |
| hold / removal | state[3] | state[2] | 0.48 | 2 |
| setup reg to reg | datain[1] | mem[2][4] | 4.58 | 4 |
-- per-layer routing --
metal	vias to the layer above	global-route usage [%]
li1	3304	-
met1	3566	27.37
met2	445	27.32
met3	49	13.85
met4	0	4.100
met5	-	0
-- per-stage QoR --
stage	setup slack [ns]	hold slack (ns)	area (µm²)
2_1_floorplan	4.675	0.4149	13120
3_3_place_gp	3.687	0.4712	13640
3_5_place_dp	3.613	0.4712	13640
4_1_cts	4.125	0.4835	14740
5_1_grt	3.919	0.5008	14740
6_report	4.080	0.4783	14740
-- kinds of logic (layout without fill, tap and decap cells) --
group,Yosys count,after routing,synth area share [%]
adders and majority gates,4,4,0.3814
muxes,82,82,12.56
and+or+nand+nor,223,223,9.163
AOI/OAI and AO/OA,109,109,5.597
DFF,318,318,69.64
xor gates and xnor gates,6,6,0.4005
buffers and inverters,64,99,2.260
-- tightest hold or removal path, stage by stage (launching register included) --
cell     delay (ns)
dfxtp_1        0.32
nand2_1        0.06
a21oi_1        0.05
-- registers in the layout (all words and copies together) (netlist names) --
signal,cells
op_done,1
mosi,1
datain,13
state,6
dataout,8
ready,1
mem,256
count,32
-- power breakdown --
| group | internal (mW) | switching, mW | total (mW) |
|---|---|---|---|
| Clock | 0.929 | 0.604 | 1.53 |
| Sequential | 1.79 | 0.0125 | 1.81 |
| Combinational | 0.0670 | 0.114 | 0.181 |
| Total | 2.79 | 0.730 | 3.52 |
-- layout make-up --
cell class / count / share of cell area [%]
sequential: 318 / 61.99
multi-input combinational: 424 / 25.09
clock buffer: 43 / 6.212
tap: 435 / 3.692
timing repair buffer: 25 / 1.375
clock inverter: 17 / 1.290
inverter: 14 / 0.3564
-- cells in the final DEF (no fill, tap or decap), drive strengths merged, types with 4 or more instances in the layout --
cell type      instances
a21oi                 15
mux4                  66
nor4                  20
clkbuf                43
and2                   7
o21ai                  9
nand2                 29
a22oi                 32
mux2i                 15
bufinv                 4
nor3b                  4
or3                   10
ha                     4
edfxtp               277
nor2                  58
nor3                   5
clkdlybuf4s50          6
nand4                 31
buf                   19
o31ai                  5
or2                    5
a31oi                 29
dfxtp                 41
and4                   5
clkinv                11
nand3                 29
and3                   7
xor2                   4
inv                   15
Power is estimated from default activity; no workload was simulated.
